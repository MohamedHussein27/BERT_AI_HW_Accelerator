`flow/design.v`:
```
package PE_pkg;
    typedef enum logic [2:0] {
        OP_LOAD_WGT   = 3'd0,  
        OP_LOAD_BIAS  = 3'd1,  
        OP_PASS_X     = 3'd2,  
        OP_VAR_SQR    = 3'd3,  
        OP_NORMALIZE  = 3'd4,  
        OP_AFFINE     = 3'd5,  
        OP_LOAD_MEAN  = 3'd6   
    } pe_op_e;
endpackage
module fetch_logic_gen #(
    parameter ADDR_WIDTH           = 16,
    parameter ORIGINAL_COLUMNS     = 768,    
    parameter ORIGINAL_ROWS        = 512,    
    parameter NUM_BITS             = 8,      
    parameter DATA_WIDTH           = 256,
    parameter NUM_BUFFERS          = 17      
) (
    input  wire                        clk,
    input  wire                        rst_n,
    input  wire                        start_fetch,            
    input  wire                        reset_in_addr_counter,  
    input  wire                        reset_wt_addr_counter,  
    input  wire [4:0]                  Buffer_Select,          
    input  wire [1:0]                  Tiles_Control,          
    input  wire                        Double_buffering,       
    input  wire                        hold_addr_ptr,          
    input  wire                        stop_counting,          
    output reg  [ADDR_WIDTH-1:0]       bram_addr,              
    output reg  [NUM_BUFFERS-1:0]      bram_en,                
    output reg                         fetch_in_done,          
    output reg                         fetch_wt_done,          
    output reg                         busy                    
);
    localparam [1:0] IDLE     = 2'b00;
    localparam [1:0] FETCHING = 2'b01;
    localparam [1:0] DONE     = 2'b10;
    localparam [1:0] WAIT     = 2'b11; 
    reg [1:0] current_state, next_state;
    reg general_en;  
    reg [15:0] FETCH_START_OFFSET;
    reg [13:0] NUM_FETCHES_PER_TILE;  
    integer i = 0, j = 0;  
    reg [9:0] in_addr_ptr;
    reg [9:0] wt_addr_ptr;
    reg [9:0] active_addr_ptr;  
    reg [8:0] transpose_addr_pointer;  
    reg [9:0] fetch_offset;
    always @(posedge clk or negedge rst_n)
        begin
            if (!rst_n) 
                begin
                    current_state          <= IDLE;
                    fetch_offset           <= 0;
                    in_addr_ptr            <= 0;
                    wt_addr_ptr            <= 0;
                    transpose_addr_pointer <= 0;
                end 
            else 
                begin
                    current_state <= next_state;
                    if (FETCH_START_OFFSET == ((ORIGINAL_COLUMNS*ORIGINAL_ROWS*NUM_BITS)/DATA_WIDTH) && current_state == FETCHING && bram_addr < (2 * FETCH_START_OFFSET)- ORIGINAL_COLUMNS)
                        begin                        
                            if (j == ORIGINAL_ROWS - 1)
                                begin
                                    j <= 0;
                                    i <= i + 1;
                                end
                            else
                                begin
                                    j <= j + 1;
                                end
                        end
                    else if (bram_addr == ((2 * FETCH_START_OFFSET) + transpose_addr_pointer) - ORIGINAL_COLUMNS && FETCH_START_OFFSET == ((ORIGINAL_COLUMNS*ORIGINAL_ROWS*NUM_BITS)/DATA_WIDTH))
                        begin
                            transpose_addr_pointer <= transpose_addr_pointer + 1;
                            i <= 0;
                            j <= 0;
                        end
                    else
                        begin
                            i <= 0;
                            j <= 0;
                        end
                    if (reset_in_addr_counter) 
                        begin
                            in_addr_ptr <= 0;
                        end
                    else if (current_state == FETCHING && next_state == DONE && !hold_addr_ptr && Tiles_Control != 2'b01)  
                        begin
                            in_addr_ptr            <= in_addr_ptr + 1;
                        end
                    if (reset_wt_addr_counter) 
                        begin
                            wt_addr_ptr <= 0;
                            transpose_addr_pointer <= 0;
                        end
                    else if (current_state == FETCHING && next_state == DONE && !hold_addr_ptr && Tiles_Control == 2'b01)  
                        begin
                            wt_addr_ptr <= wt_addr_ptr + 1;
                        end
                    if (next_state == IDLE) 
                        begin
                            fetch_offset <= 0;
                        end 
                    else if (current_state == FETCHING) 
                        begin
                            fetch_offset <= fetch_offset + 1;
                        end
            end
        end
    always @(*) 
        begin
            next_state    = current_state;
            general_en    = 1'b0;
            fetch_in_done = 1'b0;
            fetch_wt_done = 1'b0;
            busy          = 1'b0;
            if (Tiles_Control == 2'b01)
                active_addr_ptr = wt_addr_ptr;
            else
                active_addr_ptr = in_addr_ptr;
            if (FETCH_START_OFFSET != ((ORIGINAL_COLUMNS*ORIGINAL_ROWS*NUM_BITS)/DATA_WIDTH))
                begin
                    bram_addr  = (active_addr_ptr * NUM_FETCHES_PER_TILE) + fetch_offset + FETCH_START_OFFSET; 
                end
            else
                begin
                    bram_addr = ORIGINAL_COLUMNS * j + i + transpose_addr_pointer + FETCH_START_OFFSET;
                end
            case (current_state)
                IDLE: begin
                    if (start_fetch) 
                        begin
                            next_state = FETCHING;
                        end
                      end
                FETCHING: begin
                    general_en = 1'b1;
                    busy       = 1'b1;
                    if (fetch_offset == NUM_FETCHES_PER_TILE - 1) 
                        begin
                            next_state = DONE;
                        end
                    else if (stop_counting)
                        next_state = WAIT;
                end
                WAIT: begin
                    general_en = 1'b1;
                    if (start_fetch)
                        next_state = FETCHING;
                    else
                        next_state = WAIT;
                end
                DONE: begin
                    if (Tiles_Control == 2'b01)
                        fetch_wt_done = 1'b1;
                    else
                        fetch_in_done = 1'b1;
                    next_state = IDLE;
                end
                default: begin
                    next_state = IDLE;
                end
            endcase
        end
        always @(*) begin
            bram_en            = {NUM_BUFFERS{1'b0}};
            FETCH_START_OFFSET = 16'd0;
            case (Buffer_Select)
                5'd0 : begin 
                    FETCH_START_OFFSET = (Double_buffering) ? 16'd32 : 16'd0;     
                    bram_en[0] = general_en;
                end
                5'd1 : begin 
                    FETCH_START_OFFSET = 16'd64;                                  
                    bram_en[1] = general_en;
                end
                5'd2 : begin 
                    FETCH_START_OFFSET = (Double_buffering) ? 16'd624 : 16'd112;  
                    bram_en[2] = general_en;
                end
                5'd3 : begin 
                    FETCH_START_OFFSET = 16'd0;                                   
                    bram_en[3] = general_en;
                end
                5'd4 : begin 
                    FETCH_START_OFFSET = ((ORIGINAL_COLUMNS*ORIGINAL_ROWS*NUM_BITS)/DATA_WIDTH);  
                    bram_en[4] = general_en;
                end
                5'd5 : begin 
                    FETCH_START_OFFSET = 2*((ORIGINAL_COLUMNS*ORIGINAL_ROWS*NUM_BITS)/DATA_WIDTH);  
                    bram_en[5] = general_en;
                end
                5'd6 : begin 
                    FETCH_START_OFFSET = 16'd0;                                   
                    bram_en[6] = general_en;
                end
                5'd7 : begin 
                    FETCH_START_OFFSET = 16'd0;                                   
                    bram_en[7] = general_en;
                end
                5'd8 : begin 
                    FETCH_START_OFFSET = 16'd0;                                   
                    bram_en[8] = general_en;
                end
                5'd9 : begin 
                    FETCH_START_OFFSET = 16'd12288;                               
                    bram_en[9] = general_en;
                end
                5'd10: begin 
                    FETCH_START_OFFSET = 16'd0;                                   
                    bram_en[10] = general_en;
                end
                5'd11: begin 
                    FETCH_START_OFFSET = 16'd0;                                   
                    bram_en[11] = general_en;
                end
                5'd12: begin 
                    FETCH_START_OFFSET = (Double_buffering) ? 16'd32 : 16'd0;     
                    bram_en[12] = general_en;
                end
                5'd13: begin 
                    FETCH_START_OFFSET = 16'd64;                                  
                    bram_en[13] = general_en;
                end
                5'd14: begin 
                    FETCH_START_OFFSET = (Double_buffering) ? 16'd12448 : 16'd0;  
                    bram_en[14] = general_en;
                end
                5'd15: begin 
                    FETCH_START_OFFSET = 16'd0;                                   
                    bram_en[15] = general_en;
                end
                5'd16: begin 
                    FETCH_START_OFFSET = (Double_buffering) ? 16'd61440 : 16'd0;  
                    bram_en[16] = general_en;
                end
                default : begin 
                    FETCH_START_OFFSET = 16'd0;
                    bram_en = {NUM_BUFFERS{1'b0}};
                end
            endcase
        end
        always @(*) begin
            case (Tiles_Control)
                2'b00: NUM_FETCHES_PER_TILE = 14'd512;
                2'b01: NUM_FETCHES_PER_TILE = 14'd32;
                2'b10: NUM_FETCHES_PER_TILE = 14'd24;  
                2'b11: NUM_FETCHES_PER_TILE = 14'd16;  
                default: NUM_FETCHES_PER_TILE = 14'd512;
            endcase
        end
endmodule
```
`flow/run.sh`:
```
#!/bin/bash
# OpenROAD 26Q1-2900-gdf79404cd8, Yosys 0.63+post, stock flow scripts
make -C /OpenROAD-flow-scripts/flow DESIGN_CONFIG=/design/flow/config.mk WORK_HOME=/design/flow/orfs finish
```
`flow/config.mk`:
```
export PLATFORM = sky130hd
export DESIGN_NAME = fetch_logic_gen
export DESIGN_NICKNAME = fetch_logic_gen
export VERILOG_FILES = /design/flow/design.v
export SDC_FILE = /design/flow/constraint.sdc
export NUM_CORES = 4
export LEC_CHECK = 1
export CORE_UTILIZATION = 30
```
`flow/constraint.sdc`:
```
current_design fetch_logic_gen

set clk_period 10.3
set clk_io_pct 0.2

create_clock -name clk0 -period $clk_period [get_ports {clk}]

set non_clock_inputs [all_inputs -no_clocks]
set_input_delay [expr $clk_period * $clk_io_pct] -clock clk0 $non_clock_inputs
set_output_delay [expr $clk_period * $clk_io_pct] -clock clk0 [all_outputs]
```
==> out/metrics.csv <==
metric;value;unit
number of slew-limit violations in the final report;0;
total number of warnings across the stage logs;32;
status;finished clean;
maximum number of pins on one net before global-route repair;42;
area share, top type;15.29;%
number of antenna cells inserted;0;
CTS HTree Levels;3;
first-pass detailed-route iteration total;4;
Worst path most repeated cell;sky130_fd_sc_hd__inv_1;
overall global routing resource usage;14.82;%
Starting Density;30.66;%
initial antenna violation count;0;
largest cells by area after synthesis;sky130_fd_sc_hd__edfxtp_1, sky130_fd_sc_hd__ha_1, sky130_fd_sc_hd__dfrtp_1, sky130_fd_sc_hd__fa_1, sky130_fd_sc_hd__nor2_1;
via count;7301;
proportion of synthesized flip-flops having asynchronous set or reset;47.25;%
Peak VDD IR;0.07779;mV
clock sinks;91;
slew at the pin with the worst max-slew slack;0.7532;ns
root buffer cell;sky130_fd_sc_hd__clkbuf_16;
chip area;32140;µm²
cell type with the highest aggregate area in the netlist;sky130_fd_sc_hd__edfxtp_1;
TritonCTS clock tree;built;
final HPWL from detailed placement;17730;µm
ordered list of cells on the worst path;clkdlybuf4s50_1 > or3_1 > o32ai_4 > ha_1 > inv_1 > fa_1 > inv_1 > ha_1 > inv_1 > fa_1 > inv_1 > ha_1 > a211oi_1 > o21ai_0 > a41oi_1 > xnor2_1 > nand2_1 > and3_1 > inv_1 > clkdlybuf4s50_1;
setup tns final;0;ns
Die Y-Extent;179.3;µm
iteration-0 DRC count of the detailed router;349;
crit-path max FO;12;
clk latency late pin;0.36;ns
longest individual stage delay on the worst path;0.61;ns
endpoint type of the worst setup path;output port;
maximum root-to-sink buffer count;2;
worst setup path startpoint;Buffer_Select[4];
global route overflow;0;
Syn Std Cell Area;9428;µm²
Resized cells post-CTS;0;
total power per unit cell area;84.78;nW/µm²
number of design rule violations left after detail routing;0;
minimum setup slack among reg-to-reg paths;3.39;ns
number of endpoints failing setup at the final stage;0;
leakage power summed over all cells;4.634;nW
Tightest Hold Check Type;reg -> reg;
r2r endpoint;i[14];
Commonest flop;sky130_fd_sc_hd__edfxtp_1;
final wirelength;22170;µm
Fin. Hold Viols;0;
area of the multi-input gates;6365;µm²
flops & latches, synth;91;
WHS Path Cells;1;
post-synthesis sequential area ratio;26.72;%
input/output buffers;50;
fraction of final layout cells with drive strength greater than 1;5.696;%
CP max stage cell;sky130_fd_sc_hd__clkdlybuf4s50_1;
Clock Pin Slew Worst Setup and Hold Paths;0.07;ns
total clock buffers created by CTS;9;
launching point of the worst reg2reg path;in_addr_ptr[2];
Synth Warn #;1;
Core Area;30750;µm²
minimum clock period;9.573;ns
WL/cell;14.76;µm
leading cell type by number of instances after synthesis;sky130_fd_sc_hd__nor2_1;
termination of the worst setup path;bram_addr[15];
data required time of the critical path;8.24;ns
arrival time worst endpoint;7.51;ns
post-synth tally of flip-flops with integrated enable;48;
Max transition margin;49.78;%
Post-CTS Hold Buffers;0;
final RePlAce weighted congestion;0.9127;
top cells by instance count after synthesis;sky130_fd_sc_hd__nor2_1, sky130_fd_sc_hd__ha_1, sky130_fd_sc_hd__inv_1;
setup slack of the critical path after layout;0.7273;ns
area delta synth->final;12.97;%
first-pass GRT wire length;36160;µm
peak clock frequency supported by timing;104.5;MHz
row cnt;64;
register cell area after layout;2519;µm²
setup skew after layout;0.01430;ns
Cells after Synth;1059;
post-synthesis cell count from yosys;1059;
setup repair bufs after CTS;0;
vias in the first global route;7004;
per-instance average area after synthesis;8.903;µm²
R2R cell count;27;
Filler cells;3137;
library cells used by synthesis;87;
post-layout period usage;92.94;%
setup repair after global routing missed its margin;no;
type of the worst setup path;in -> out;
detailed-route vias per instance;4.861;
width of the die;179.3;µm
setup slack after placement;0.6742;ns
residual antenna-violating net count after detailed routing;0;
Worst setup SP type;input port;
ports placed on the boundary;51;
number of max-cap violations;0;
chip area in the Yosys report;9428;µm²
==> area by class of cell <==
class | count | share of cell area, %
Timing Repair Buffer | 60 | 5.381
Inverter | 107 | 3.771
Clock inverter | 7 | 0.6696
Sequential cell | 91 | 23.65
Multi-Input combinational cell | 832 | 59.76
Clock buffer | 9 | 2.115
Tap cell | 396 | 4.652
==> worst max-delay path, delay by kind of cell <==
family          cells  cell delay (ns)
compound gates      4             1.18
xor+xnor            1             0.14
fa+ha+maj           5             1.88
simple gates        3             0.88
buf+inv             7             1.35
==> flip-flops by register name (all words and copies together), names as in the netlist <==
name	cells
fetch_offset	10
j	32
transpose_addr_pointer	9
in_addr_ptr	10
i	16
current_state	4
wt_addr_ptr	10
==> power by group <==
| part | internal (mW) | switching [mW] | total (mW) |
|---|---|---|---|
| Clock | 0.171 | 0.164 | 0.335 |
| Sequential | 0.392 | 0.0135 | 0.405 |
| Combinational | 0.0709 | 0.0920 | 0.163 |
==> metrics by stage <==
stage	cells	total power [mW]	area [µm²]	hold WS [ns]	utilization [%]
after floorplan	1059	0.5226	9428	0.4782	-
after global placement	1486	0.5754	10350	0.5084	33.67
after detailed placement	1486	0.5760	10350	0.5162	33.67
after CTS	1502	0.9137	10650	0.5360	34.64
after global routing	1502	0.9483	10650	0.5568	34.64
final	1502	0.9029	10650	0.5311	34.64
==> placed cells by master (no fill, tap or decap), types with 13 or more instances in the layout <==
cell type | netlist | routed
sky130_fd_sc_hd__nor2_1 | 142 | 142
sky130_fd_sc_hd__ha_1 | 105 | 105
sky130_fd_sc_hd__inv_1 | 104 | 104
sky130_fd_sc_hd__nand2_1 | 81 | 81
sky130_fd_sc_hd__xor2_1 | 57 | 57
sky130_fd_sc_hd__xnor2_1 | 49 | 49
sky130_fd_sc_hd__clkdlybuf4s50_1 | 0 | 49
sky130_fd_sc_hd__edfxtp_1 | 48 | 48
sky130_fd_sc_hd__dfrtp_1 | 42 | 42
sky130_fd_sc_hd__a21oi_1 | 38 | 38
sky130_fd_sc_hd__nand3_1 | 37 | 37
sky130_fd_sc_hd__fa_1 | 37 | 37
sky130_fd_sc_hd__o21ai_0 | 32 | 32
sky130_fd_sc_hd__and2_1 | 29 | 29
sky130_fd_sc_hd__nand4_1 | 22 | 22
sky130_fd_sc_hd__and3_1 | 15 | 15
sky130_fd_sc_hd__nor3_1 | 14 | 14
sky130_fd_sc_hd__a21o_1 | 13 | 13
==> metal layers <==
layer  vias to the layer above  part of all wire [%]  wire [µm]  global-route usage [%]
li1                       3735                     -          -                       -
met1                      3427                    47      10410                   21.56
met2                       115                    47      10440                   23.99
met3                        24                   3.5        780                   2.118
met4                         0                   2.4        535                   3.011
met5                         -                     0          0                       0
==> worst min-delay path by stage <==
stage | end | start
4_1_cts | current_state[0] | current_state[1]
5_1_grt | current_state[0] | current_state[1]
6_report | current_state[0] | current_state[1]
==> cells by family (layout without fill, tap and decap cells) <==
kind of cell    after synthesis  after routing  synth area share (%)
simple gates                411            411                 21.49
flops                        91             91                 26.72
xor+xnor                    111            111                 10.98
compound gates              154            154                 11.49
buf+inv                     136            183                 5.773
mux                          14             14                 1.765
fa+ha+maj                   142            142                 21.79
Power figures rest on the tool's default switching activity, not on a simulated workload.
