[design/flow/config.mk]
export PLATFORM = sky130hd
export DESIGN_NAME = EU
export DESIGN_NICKNAME = EU
export VERILOG_FILES = /design/flow/design.v
export SDC_FILE = /design/flow/constraint.sdc
export NUM_CORES = 4
export LEC_CHECK = 1
export CORE_UTILIZATION = 30
[design/flow/constraint.sdc]
current_design EU

set clk_period 38.8
set clk_io_pct 0.2

create_clock -name clk0 -period $clk_period

set non_clock_inputs [all_inputs -no_clocks]
set_input_delay [expr $clk_period * $clk_io_pct] -clock clk0 $non_clock_inputs
set_output_delay [expr $clk_period * $clk_io_pct] -clock clk0 [all_outputs]
[design/flow/design.v]
package PE_pkg;
    typedef enum logic [2:0] {
        OP_LOAD_WGT   = 3'd0,  
        OP_LOAD_BIAS  = 3'd1,  
        OP_PASS_X     = 3'd2,  
        OP_VAR_SQR    = 3'd3,  
        OP_NORMALIZE  = 3'd4,  
        OP_AFFINE     = 3'd5,  
        OP_LOAD_MEAN  = 3'd6   
    } pe_op_e;
endpackage
module EU #(
    parameter WIDTH = 32,
    parameter Q_IN = 22,       
    parameter Q_OUT = 16       
)(
    input  wire signed [WIDTH-1:0]     s_x,           
    output wire [2:0]                  segment_index,
    input  wire signed [WIDTH-1:0]     K,             
    input  wire signed [WIDTH-1:0]     B,             
    output wire signed [2*WIDTH-1:0]   exp_result     
);
    wire signed [WIDTH-Q_IN-1:0]  s_int;
    wire [Q_IN-1:0]               s_frac;
    assign s_int  = s_x >>> Q_IN;
    assign s_frac = s_x[Q_IN-1:0];
    assign segment_index = s_frac[Q_IN-1:Q_IN-3];
    wire signed [2*WIDTH-1:0] K_mult_frac_full;
    wire signed [WIDTH-1:0]   K_mult_frac;
    wire signed [WIDTH-1:0]   mantissa_32;   
    assign K_mult_frac_full = K * $signed({{(WIDTH-Q_IN){1'b0}}, s_frac});
    assign K_mult_frac = K_mult_frac_full >>> Q_IN;
    assign mantissa_32 = K_mult_frac + B;   
    wire signed [WIDTH-1:0] mantissa_q4816_32;
    assign mantissa_q4816_32 = mantissa_32 >>> (Q_IN - Q_OUT);   
    wire signed [2*WIDTH-1:0] mantissa_64;
    assign mantissa_64 = {{WIDTH{mantissa_q4816_32[WIDTH-1]}}, mantissa_q4816_32};
    reg signed [2*WIDTH-1:0] shifted_result;
    always_comb begin
        if (s_int >= 0) begin
            shifted_result = mantissa_64 <<< s_int;
        end else begin
            shifted_result = mantissa_64 >>> (-s_int);
        end
    end
    assign exp_result = shifted_result;
endmodule
[design/flow/run.sh]
#!/bin/bash
# OpenROAD 26Q1-2900-gdf79404cd8, Yosys 0.63+post, stock flow scripts
make -C /OpenROAD-flow-scripts/flow DESIGN_CONFIG=/design/flow/config.mk WORK_HOME=/design/flow/orfs finish
==> impl_metrics.json <==
{
  "fp-row-count": 118,
  "grt-ovfl-total": 0,
  "crit_fanout": 32,
  "synth_xor_xnor_area_share_pct": 2.044,
  "drive_gt1_share_pct": 3.807,
  "place_hpwl_mm": 85.05,
  "synth-compound-area-share_pct": 13.19,
  "tightest_slew_ns": 0.9598,
  "layout_top_cells": "inv_1 (750), fa_1 (711), nand2_1 (525), and2_1 (361), ha_1 (173)",
  "crit_path_end": "exp_result[24]",
  "slowest_stage": "fa_1",
  "core_area_um2": 104100,
  "timing.fmax_ghz": 0.03580,
  "whs_path_depth": 3,
  "die_area_um2": 107000,
  "criticalPathCategory": "input port to primary output",
  "regArea_um2": 0,
  "status": "completed",
  "io_buffers": 163,
  "min_path_type": "input port to primary output",
  "synth_adder_area_share_pct": 51.71,
  "die_x_um": 327.1,
  "nClkBuffers": 0,
  "worst_path_most_repeated_cell": "fa_1",
  "wl_per_cell_um": 19.41,
  "arrival_ns": 20.17,
  "start_kind": "input port",
  "antenna_found_initial": 2,
  "drtPass1Iterations": 8,
  "synthTopLogicFamily": "adder cells",
  "io_pins": 163,
  "drt_wl_total_mm": 102.3,
  "syn_area_um2": 31710,
  "end_kind": "primary output",
  "finalCritPeriodShare_pct": 71.98,
  "synth.avg_cell_area_um2": 8.222,
  "simple_gate_share_pct": 19.11,
  "grt_pass1_vias": 28675,
  "slowest_delay_ns": 0.55,
  "grt_pass1_wl_mm": 165.5,
  "postCtsSetupBuffers": 0,
  "ys_cells": 3857,
  "rsz0062_at_grt": "no",
  "nFillCells": 10807,
  "place_congestion": 1.002,
  "synth_warnings": 1,
  "warnings": 33,
  "hold_viol": 0,
  "hold_buffers": 0,
  "yosys-mux-area-fraction_pct": 2.272,
  "cts_resized": 0,
  "synth_cell_types": 100,
  "setup_viol": 0,
  "logic_area_um2": 28040,
  "slew_headroom_pct": 35.82,
  "viasPerCell": 5.095,
  "final_common_cell": "inv_1",
  "drc": 0,
  "report.final.slew_viol_count": 0,
  "fp_util_pct": 30.47,
  "vias": 26851,
  "period_needed_ns": 27.93,
  "ys_seq_share_pct": 0,
  "syn2layout_area_growth_pct": 10.05,
  "final_util_pct": 33.53,
  "drtIter0Drc": 1758,
  "fp.dieH_um": 327.1,
  "ant_nets": 0,
  "synth_cells": 3857,
  "max-cap-violations": 0,
  "startpoint": "s_x[14]",
  "grt_usage_pct": 20.74,
  "setup_tns_ns": 0,
  "required_ns": 31.04,
  "ys_area_um2": 31710,
  "flops": 0,
  "grt_start_max_net_pins": 66
}
worst max-delay path: cells and delay by family:
kind,cells,cell delay [ns]
mux,1,0.08
fa+ha+maj,9,4.37
compound gates,17,4.82
buf+inv,9,1.81
simple gates,8,1.28
layout make-up:
type,instances,area share (%)
inverter,756,8.131
timing repair buffer,252,6.575
tap,1380,4.947
antenna,2,0.01434
multi-input combinational,2880,80.33
metrics by stage:
stage                     area, µm²  hold WS, ns  worst slack [ns]  instances
after global placement        34900        16.62             10.95       5268
after CTS                     34900        16.63             10.85       5268
final                         34900        16.61             10.87       5270
after global routing          34900        16.67             9.971       5268
after floorplan               31710        15.59             13.76       3857
after detailed placement      34900        16.62             10.90       5268
per-layer routing:
| metal | share of wire, % | global-route usage, % | vias to the layer above | routed length (µm) |
|---|---|---|---|---|
| met5 | 0.022 | 0 | - | 23 |
| met4 | 2.8 | 4.754 | 4 | 2898 |
| met3 | 9.7 | 7.261 | 173 | 9911 |
| met2 | 47 | 32.58 | 1194 | 47850 |
| met1 | 41 | 28.18 | 13283 | 41640 |
| li1 | - | - | 12197 | - |
logic make-up after synthesis:
kind of cell | count (synthesis)
and+or+nand+nor | 1257
AOI/OAI and AO/OA | 602
buffers and inverters | 977
muxes | 63
adders and majority gates | 884
xor gates and xnor gates | 74
Yosys cell counts (all sizes together), types with 11 or more instances:
cell | number | share of area, %
a211oi | 28 | 0.66
a22oi | 15 | 0.36
clkbuf | 196 | 2.3
nor3 | 40 | 0.65
o211ai | 30 | 0.71
ha | 173 | 6.8
inv | 751 | 8.9
a221oi | 15 | 0.47
nand4 | 16 | 0.34
a21o | 26 | 0.62
o2111ai | 11 | 0.34
fa | 711 | 45
xnor2 | 55 | 1.5
o21a | 25 | 0.59
mux2i | 47 | 1.6
and2 | 362 | 7.1
buf | 25 | 0.41
a31oi | 19 | 0.37
a21oi | 124 | 2.0
nand2 | 526 | 6.2
or3 | 14 | 0.28
nand2b | 15 | 0.30
o221ai | 26 | 0.72
xor2 | 19 | 0.52
o31ai | 12 | 0.34
nand3 | 58 | 0.93
nor2b | 12 | 0.24
and3 | 20 | 0.41
o21ai | 131 | 2.1
mux2 | 12 | 0.43
nor2 | 170 | 2.0
o22ai | 21 | 0.41
how the worst min path moves through the flow:
stage | start | endpoint
6_report | s_x[21] | segment_index[2]
4_1_cts | s_x[21] | segment_index[2]
5_1_grt | s_x[21] | segment_index[2]
